==> design.v <==
module mux_case_diff(a_in,b_in,s,clk,out);
input clk;
input [7:0]a_in;
input [7:0]b_in;
input [1:0]s;
output reg [7:0]out;
always @(posedge clk)
begin
case(s)
2'd0:out<=a_in^b_in;
2'd1:out<=a_in&b_in;
2'd2:out<=a_in | b_in;
default:out<=~a_in;
endcase
end
endmodule
==> run.sh <==
#!/bin/bash
# OpenROAD 26Q1-2900-gdf79404cd8, Yosys 0.63+post, stock flow scripts
make -C /OpenROAD-flow-scripts/flow DESIGN_CONFIG=/design/flow/config.mk WORK_HOME=/design/flow/orfs finish
==> config.mk <==
export PLATFORM = sky130hd
export DESIGN_NAME = mux_case_diff
export DESIGN_NICKNAME = mux_case_diff
export VERILOG_FILES = /design/flow/design.v
export SDC_FILE = /design/flow/constraint.sdc
export NUM_CORES = 4
export LEC_CHECK = 1
export CORE_AREA = 10 10 70 70
export DIE_AREA = 0 0 80 80
==> constraint.sdc <==
current_design mux_case_diff

set clk_period 1.0
set clk_io_pct 0.2

create_clock -name clk0 -period $clk_period [get_ports {clk}]

set non_clock_inputs [all_inputs -no_clocks]
set_input_delay [expr $clk_period * $clk_io_pct] -clock clk0 $non_clock_inputs
set_output_delay [expr $clk_period * $clk_io_pct] -clock clk0 [all_outputs]
==> results.yml <==
# flow metrics
status:
  outcome: "complete, no violations"
routing:
  routed_wl_mm: 1.37
  first_pass_iters: 2
  antenna_cells: 0
  num_vias: 478
  viasPerCell: 3.51
  ant_nets: 0
  remaining_drc_errors: 0
  drt-initial-drc-count: 3
  wl_per_cell_um: 10.0
timing:
  fin_crit_sh_pct: 97.4
  hold_viol: 0
  fin_crit_ps: 974
  worstMarginPinSlew_ps: 213
  rsz0062_at_grt: "yes"
  setup_violations: 0
  relSlewSlack_pct: 85.8
  drv_slew: 0
  hold_ws_ps: 358
  max_freq_mhz: 1030
worst_setup_path:
  timing.critical_path.max_delay_family: "flip-flops"
  worst-endpoint-arrival_ps: 770
  worst-setup-path-type: "reg2out"
  crit_required_ps: 800
  crit_slowest_cell: "dfxtp_1"
  critical_path_buf_inv_count: 1
  end_kind: "output port"
  worstPathMaxFanout: 1
  path_cells: "dlygate4sd2_1"
  worstSetupStartpointType: "flop"
  slowest_delay_ps: 290
finish:
  final_util_pct: 31.4
  drive_gt1_share_pct: 54.4
  comb_area_um2: 468
  reg.largest.list: "out: 8 flops"
  area_growth_pct: 64.4
  design_area_um2: 1070
  seq_area_um2: 160
  largest_reg_flops: 8
  nFillCells: 363
  top_register: "out"
  instances_no_fill: 136
place:
  gp_congestion: 0.688
  placed_area_um2: 1100
  dpl.cell_count: 132
  dpl.hpwl_mm: 1.24
  port_buffers: 26
synthesis:
  synth.most_common_cell: "inv_1"
  ys_area_um2: 653
  yosysWarningCount: 1
  ys.flops: 8
  yosys_cells: 58
  avgSynthCellArea_um2: 11.3
  syn-cell-area_um2: 653
  async_flop_share_pct: 0
  top_logic_kind: "adder cells"
  synth-adder-area-share_pct: 30.7
  ys_types: 5
  synth_top_area_share_pct: 30.7
  netlist_top_cells_count: "inv_1 (24), ha_1 (16), dfxtp_1 (8), mux4_2 (8), buf_6 (2)"
  syn_inst: 58
  synthAoiAreaFrac_pct: 0
  synth-xor-area-share_pct: 0
  yosys.area.top_type: "ha_1"
  top_cells_by_area: "ha_1 (31%), mux4_2 (28%), dfxtp_1 (25%)"
  synth-edff-count: 0
  mux_share_pct: 27.6
  simple_gate_area_share_pct: 0
  synth_seq_share_pct: 24.5
  yosys_most_used_dff: "dfxtp_1"
floorplan:
  num_rows: 21
  fp_util_pct: 19.1
  dieArea_um2: 6400
  die_h_um: 80
  die_x_um: 80
  core_um2: 3420
  io_pins: 27
run:
  tool_warnings: 35
  maxCapViolCount: 0
global_route:
  grt_pass1_vias: 526
  grt_use_total_pct: 4.69
  grt.overflow.total: 0
  grt_pass1_wl_mm: 2.44
  grt_max_degree: 8
  antenna_found_initial: 0
worst_hold_path:
  min_to: "out[0]"
  hold_start: "a_in[0]"
  min_path_cells: 3
  hold_path.class: "in2reg"
power_and_ir_drop:
  vdd_drop_max_mv: 0.208
  powerDensity_nw_per_um2: 846
  p_leak_nw: 0.495
  p_total_mw: 0.908
cts:
  htree_levels: 1
  numCtsBuffers: 3
  cts-root-buf: "clkbuf_4"
  clkTransAtPathRegs_ps: 50
  postCtsHoldBufs: 0
  cts.path.max_buffers: 2
  cts.sinks: 8
  cts_tree: "built"
metrics by stage:
stage	setup TNS, ps	setup slack (ps)
floorplan	-37.6	-37.6
global placement	-4510	-601
detailed placement	-4590	-606
CTS	0	1.46
global route	-21.4	-21.4
finish	0	25.5
final cells by class:
| cell class | count | area share [%] |
|---|---|---|
| timing repair buffer | 31 | 23.8 |
| tap | 46 | 5.36 |
| multi-input combinational | 24 | 43.6 |
| inverter | 24 | 10.3 |
| clock buffer | 3 | 2.10 |
| sequential | 8 | 14.9 |
timing repair:
action / 4_1_cts / 5_1_grt
gates resized: 48 / 12
pin swaps: 0 / 0
setup endpoints to repair: 16 / 12
buffers inserted: 1 / 0
power by group:
part,leakage (nW),internal [mW],switching (mW),total (mW)
registers,0.0675,0.357,0.00812,0.366
logic,0.414,0.189,0.107,0.296
clock network,0.0138,0.137,0.109,0.247
total,0.495,0.684,0.224,0.908
worst max path at each step:
stage	from	to	slack, ps	cells after the start
finish	out[7]	out[7]	30	1
global route	out[7]	out[7]	-20	1
CTS	out[7]	out[7]	1	1
cell usage in the layout, fill, tap and decap left out:
cell type and instances:
buf_2 2, inv_4 8, clkdlybuf4s15_1 12, buf_4 4, mux4_2 8, inv_2 8
ha_4 7, ha_1 9, dlygate4sd2_1 4, buf_12 1, inv_1 8, clkbuf_2 8
clkbuf_4 3, dfxtp_1 8
worst min-delay path, cell delays in order:
cell    delay, ps
buf_2         120
inv_2          50
mux4_2        210
layer usage:
layer	GRT usage [%]	vias to the layer above	routed length (µm)
met3	1.25	2	98
met5	0	-	0
met2	8.35	11	732
met1	5.53	219	524
li1	-	246	-
met4	0.880	0	10
logic make-up (layout without fill, tap and decap cells):
logic type               after synthesis  in the layout
buffers and inverters                 26             58
adder cells (fa/ha/maj)               16             16
multiplexers                           8              8
flip-flops                             8              8
No activity file was given, so power comes from the tool's default toggle rates.
