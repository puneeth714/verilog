**./config.mk**
```make
export PLATFORM = sky130hd
export DESIGN_NAME = adder_four_bit
export DESIGN_NICKNAME = adder_four_bit
export VERILOG_FILES = /design/flow/design.v
export SDC_FILE = /design/flow/constraint.sdc
export NUM_CORES = 4
export LEC_CHECK = 1
export CORE_AREA = 10 10 70 70
export DIE_AREA = 0 0 80 80
```
**./constraint.sdc**
```tcl
current_design adder_four_bit

set clk_period 2.3
set clk_io_pct 0.2

create_clock -name clk0 -period $clk_period

set non_clock_inputs [all_inputs -no_clocks]
set_input_delay [expr $clk_period * $clk_io_pct] -clock clk0 $non_clock_inputs
set_output_delay [expr $clk_period * $clk_io_pct] -clock clk0 [all_outputs]
```
**./design.v**
```verilog
module adder_full(a, b, cin, s, c);
    input a;
    input b;
    input cin;
    output s;
    output c;
    wire w1,w2,w3;
xor(s,a,b,cin);
and(w1,a,b);
and(w2,b,cin);
and(w3,a,cin);
or(c,w1,w2,w3);
endmodule
module adder_four_bit(a,b,cin,s,c);
input [3:0]a ;
input [3:0]b ;
input cin ;
output [3:0]s;
output c;
wire c1,c2,c3;
adder_full f2(a[0], b[0], cin, s[0], c1);
adder_full f3(a[1], b[1], c1,  s[1], c2);
adder_full f4(a[2], b[2], c2,  s[2], c3);
adder_full f5(a[3], b[3], c3,  s[3], c );
endmodule
module test_fourbitadder;
reg [3:0]a;
reg [3:0]b;
reg cin;
wire [3:0]s;
wire c;
adder_four_bit b1(a,b,cin,s,c);
initial begin 
$monitor("%b and %b",s,c);
a=4'b1111;b=4'b1111;cin=4'b0000;
end
endmodule
```
**./run.sh**
```bash
#!/bin/bash
# OpenROAD 26Q1-2900-gdf79404cd8, Yosys 0.63+post, stock flow scripts
make -C /OpenROAD-flow-scripts/flow DESIGN_CONFIG=/design/flow/config.mk WORK_HOME=/design/flow/orfs finish
```
==> ci_impl_report.md <==
## Implementation flow summary

| Metric | Value |
|---|---|
| Top cells by count, synth | inv_1, buf_4, fa_1 |
| Site Rows | 21 |
| Die height | 80 µm |
| DIE AREA | 6400 µm² |
| Post-synth top area cell | fa_1 |
| Hold WC Path Type | primary input to output pin |
| Placement Cell Area | 320 µm² |
| Hold Violations, Final | 0 |
| Max-slew headroom | 92.7% |
| Design Area, Final | 313 µm² |
| CP max-delay cell | fa_1 |
| Clock buf count | 0 |
| Die width | 80 µm |
| Fmax | 389 MHz |
| Leak | 0.141 nW |
| Tool Warnings | 35 |
| GP Congestion | 0.661 |
| Total track usage | 1.44% |
| Syn_area_per_cell | 8.20 µm² |
| Final setup viols | 2 |
| Mapped cell area | 148 µm² |
| Max-slew violations | 0 |
| Number of global-route vias before repair | 135 |
| Number of diodes | 0 |
| Synth top cell by count | inv_1 |
| Final WL | 505 µm |
| Starting Density | 4.32% |
| Total global routing overflow | 0 |
| Post-route insts no fill | 74 |
| DR DRC count | 0 |
| Wire length per cell | 6.82 µm |
| Worst-Margin Slew | 0.110 ns |
| Cells after Synth | 18 |
| Core area | 3420 µm² |
| Top cell by count, worst path | fa_2 |
| Share of cells above drive strength 1 | 50.0% |
| # placed instances | 74 |
| Final period util | 112% |
| Worst path cell trace | buf_6 -> inv_4 -> fa_2 -> inv_2 -> fa_2 -> fa_2 -> inv_2 -> fa_1 -> inv_1 -> buf_2 |
| # IOs | 14 |
| Maxcap violations | 0 |
| I/O Buffers | 14 |
| Failing checks | negative setup slack |
| Sequential cell area | 0 µm² |
| Post-route ant nets | 0 |
| Crit path max fanout | 1 |
| Layout fillers | 404 |
| CP peak stage delay | 0.40 ns |
| 1st-iter DRT viols | 0 |
| Unrepaired setup endpoints after global routing | yes |
| Setup crit start kind | primary input |
| Initial antenna violation count | 0 |
| DPL Wire Length | 513 µm |
| Crit path arrival time | 2.11 ns |
| Syn-to-layout area delta | 112% |
| Hold WS | 1.55 ns |
| PwrDens | 179 nW/µm² |
| Largest net degree at the start of global routing | 2 |
| Vias/cell | 1.66 |
| CP top delay family | adder cells |
| Setup WS post-layout | -0.267 ns |
| Global-route wire length before repair | 696 µm |
| Hold buffers post-CTS | 0 |
| Setup CP Type | primary input to output pin |
| FFs & Latches | 0 |
| Peak supply drop | 0.0000199 V |
| Yosys cell count | 18 |
| Yosys warning count | 0 |
| Via count | 123 |
| Min Tclk post-route | 2.57 ns |
| Largest cells by area after synthesis | fa_1, inv_1, buf_4 |
| Outcome | finished, violations left |
| Worst path required time | 1.84 ns |
| Seq share, synth | 0% |
| Crit path buffers/inverters | 6 |
| Comb gate area | 87.6 µm² |
| Yosys stat area | 148 µm² |
| Endpoint class of the critical path | output pin |
| Util after Layout | 9.16% |
| DR pass1 iterations | 1 |
| Distinct cell type count after synthesis | 3 |
| Synth top area share | 54.2% |
[power by group]
group | leakage, nW | total, mW | switching, mW | internal [mW]
Clock | 0 | 0 | 0 | 0
Combinational | 0.141 | 0.0561 | 0.0203 | 0.0358
Sequential | 0 | 0 | 0 | 0
Total | 0.141 | 0.0561 | 0.0203 | 0.0358
[layer usage]
metal	GRT usage [%]	vias to the layer above	wire length [µm]
met5	0	-	0
met2	2.41	7	234
met4	0	0	0
li1	-	60	-
met1	1.40	56	170
met3	1.25	0	101
[stage by stage]
stage,power [mW],setup TNS (ns),setup slack (ns)
global placement,0.0664,-3.21,-0.986
detailed placement,0.0673,-3.28,-1.00
floorplan,0.0304,-0.122,-0.122
global route,0.0656,-0.470,-0.331
CTS,0.0601,-0.608,-0.342
finish,0.0561,-0.337,-0.267
[kinds of logic after synthesis]
family and synth area share [%]:
fa+ha+maj 54.2, buf+inv 45.8
[path summary, 6_finish.rpt]
| path | start | to | slack [ns] | depth (start not counted) |
|---|---|---|---|---|
| hold / removal | b[1] | s[1] | 1.55 | 3 |
| setup / recovery | cin | s[3] | -0.27 | 10 |
[worst min-delay path: cells and delay by family]
family,cells,cell delay [ns]
buf+inv,2,0.43
fa+ha+maj,1,0.20
[layout make-up]
type,instances,area share [%]
well taps,46,18.4
inverters,10,13.6
multi-input cells,4,28.0
repair buffers,14,40.0
[layout by cell type (no fill, tap or decap), drive strengths merged]
cell,synthesis,layout
clkbuf,0,1
inv,10,10
buf,4,5
fa,4,4
dlygate4sd2,0,3
clkdlybuf4s50,0,5
[timing repair]
action                                  CTS  global route
pin swaps                                 4             3
cloned                                    0             0
resized                                  31             2
endpoints found under the setup margin    5             3
buffers inserted                          0             0
endpoints found under the hold margin     0             0
Power is estimated from default activity; no workload was simulated.
